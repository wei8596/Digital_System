===== ./design.v =====
`timescale 1ns / 1ps
module CLA16(G, P, Sum, A, B, Cin);
	output G, P;
	output [15:0] Sum;
	input [15:0] A, B;
	input Cin;
	wire [15:0] c1, gt, pt;
	wire [3:0] c2, g, p;
	RFA rfa1(gt[0], pt[0], Sum[0], A[0], B[0], Cin);
	RFA rfa2(gt[1], pt[1], Sum[1], A[1], B[1], c1[1]);
	RFA rfa3(gt[2], pt[2], Sum[2], A[2], B[2], c1[2]);
	RFA rfa4(gt[3], pt[3], Sum[3], A[3], B[3], c1[3]);
	BCLG4 bclg1(c1[3:0], g[0], p[0], gt[3:0], pt[3:0], Cin);
	RFA rfa5(gt[4], pt[4], Sum[4], A[4], B[4], c2[1]);
	RFA rfa6(gt[5], pt[5], Sum[5], A[5], B[5], c1[5]);
	RFA rfa7(gt[6], pt[6], Sum[6], A[6], B[6], c1[6]);
	RFA rfa8(gt[7], pt[7], Sum[7], A[7], B[7], c1[7]);
	BCLG4 bclg2(c1[7:4], g[1], p[1], gt[7:4], pt[7:4], c2[1]);
	RFA rfa9(gt[8], pt[8], Sum[8], A[8], B[8], c2[2]);
	RFA rfa10(gt[9], pt[9], Sum[9], A[9], B[9], c1[9]);
	RFA rfa11(gt[10], pt[10], Sum[10], A[10], B[10], c1[10]);
	RFA rfa12(gt[11], pt[11], Sum[11], A[11], B[11], c1[11]);
	BCLG4 bclg3(c1[11:8], g[2], p[2], gt[11:8], pt[11:8], c2[2]);
	RFA rfa13(gt[12], pt[12], Sum[12], A[12], B[12], c2[3]);
	RFA rfa14(gt[13], pt[13], Sum[13], A[13], B[13], c1[13]);
	RFA rfa15(gt[14], pt[14], Sum[14], A[14], B[14], c1[14]);
	RFA rfa16(gt[15], pt[15], Sum[15], A[15], B[15], c1[15]);
	BCLG4 bclg4(c1[15:12], g[3], p[3], gt[15:12], pt[15:12], c2[3]);
	BCLG4 bclg5(c2, G, P, g, p, Cin);
endmodule
module RFA(G, P, Sum, A, B, Cin);
	output G, P, Sum;
	input A, B, Cin;
	assign G = A & B;
	assign P = A | B;
	assign Sum = A ^ B ^ Cin;
endmodule
module BCLG4(Cout, Gout, Pout, g, p, Cin);
	output [3:0] Cout;
	output Gout, Pout;
	input [3:0] g, p;
	input Cin;
	wire [3:0] g, p;
	assign Cout[1] = g[0] | (p[0]&Cin);
	assign Cout[2] = g[1] | (p[1]&g[0]) | (p[1]&p[0]&Cin);
	assign Cout[3] = g[2] | (p[2]&g[1]) | (p[2]&p[1]&g[0]) | (p[2]&p[1]&p[0]&Cin);
	assign Gout = g[3] | (p[3]&g[2]) | (p[3]&p[2]&g[1]) | (p[3]&p[2]&p[1]&g[0]);
	assign Pout = p[0] & p[1] & p[2] & p[3];
endmodule

===== ./run.sh =====
#!/bin/bash
# OpenROAD 26Q1-2900-gdf79404cd8, Yosys 0.63+post, stock flow scripts
make -C /OpenROAD-flow-scripts/flow DESIGN_CONFIG=/design/flow/config.mk WORK_HOME=/design/flow/orfs finish

===== ./config.mk =====
export PLATFORM = sky130hd
export DESIGN_NAME = CLA16
export DESIGN_NICKNAME = CLA16
export VERILOG_FILES = /design/flow/design.v
export SDC_FILE = /design/flow/constraint.sdc
export NUM_CORES = 4
export LEC_CHECK = 1
export CORE_AREA = 10 10 73 73
export DIE_AREA = 0 0 83 83

===== ./constraint.sdc =====
current_design CLA16

set clk_period 5.4
set clk_io_pct 0.2

create_clock -name clk0 -period $clk_period

set non_clock_inputs [all_inputs -no_clocks]
set_input_delay [expr $clk_period * $clk_io_pct] -clock clk0 $non_clock_inputs
set_output_delay [expr $clk_period * $clk_io_pct] -clock clk0 [all_outputs]

==> commit_impl_results.txt <==
Log flow metrics for this revision

- Power consumption: 177 uW
- Count of standard-cell rows: 22
- Chip footprint: 0.00689 mm^2
- The finished layout reports a core utilization of 0.483.
* Unique masters post-synth: 39
- Post-route period utilization is reported as 0.915.
- Leading post-synthesis cells by instance count: inv_1, ha_1, buf_4
* Fraction of final layout cells sized beyond drive strength 1: 0.0505
- Count of hold-fix buffers inserted at cts: 0
* Slowest Stage Delay on Critical Path: 480 ps
- Hold analysis shows the worst path with a depth of 5.
- Wires add up to 3.09 mm.
- Crit path capture type: output pin
* Startpoint Class: primary input
- On the critical path, the stage with the largest delay is an instance of clkdlybuf4s50_1.
* Final critical path time including I/O delays and setup: 4940 ps
* Crit path max-delay family: buffers and inverters
* Avg Vias per Cell: 4.66
* PD cells: 97.9 mW/mm^2
* Max-capacitance violation count: 0
* Layout overhead on the synthesized area: 33.2%
* Number of cells in Yosys stat: 183
- The worst hold path begins at B[3].
- The repair_antennas step left the layout with diodes totalling 0.
* Hold Slack: 3230 ps
- Remaining number of nets flagged by the antenna check after routing: 0
- Synth Instances: 183
- The run finished with clean final reports.
- The first global-routing pass estimated 5.60 mm of wire.
* Via count: 1240
* Total DRC errors in the routed layout: 0
* Global-route congestion overflow total: 0
- In this run the tools logged warnings totalling 52.
- Die span in y: 83 um
- Post-synthesis, Yosys gives the total cell area as 0.00136 mm^2.
* Leading cell types by total area after synthesis: ha_1, inv_1, buf_4, fa_1, nor2_1
- Total Routing Usage GR: 0.0889
- Input and output buffers added on the ports amount to 51.
* Post-Syn Area: 0.00136 mm^2
- By instance count, the leading cell after synthesis is inv_1.
- Leakage power of the design: 0.882 nW
* Post-cts resize count: 0
* Register share after synthesis: 0
- IO Count: 51
- According to the floorplan report, the die width is 83 um.
- Largest fanout of any net on the critical path: 4
- The core region is 0.00374 mm^2.
- Required time reported for the critical path endpoint: 4320 ps
- A synthesized cell averages 7.42 um^2.
- WP buf/inv: 3
* Maximum number of pins on one net before global-route repair: 8
- From the final report, the count of setup violators was given as 0.
* Post-CTS Repair Setup Buffers: 0
- Largest voltage drop on the vdd net: 0.0392 mV
- The via count of the first global-routing pass came to 1294.
- DPL Wire Length: 2.82 mm
- The first TritonRoute pass finished after 4 iterations.
* RSZ-0062 raised after global routing: false
- Sorting the Yosys area breakdown by cell type puts at the top ha_1.
- The transition time recorded at the tightest slew-check pin is 671 ps.
- Worst setup path class: primary input to output pin
- Rel. slew slack: 0.549
* Yosys Warn Count: 0
- Per the timing report, the achievable frequency comes out to 0.202 GHz.
* Area used by sequential logic in the layout: 0 um^2
* Hold path endpoint: Sum[3]
- Data arrival at the endpoint of the critical path: 3860 ps
* Routed wire length per instance: 11.6 um
- Per the log, the first TritonRoute iteration ended with a DRC count of 32.
- The area fraction of the largest cell type after synthesis is 0.295.
- Final Max-Slew Violation Tally: 0
- Seq cells: 0
* Setup TNS Final: 0 ps
* Layout clock buffers: 0
- Final-report hold violation count: 0
- Path category of the worst min-delay check: primary input to output pin
* Series of cell instances along the critical path: clkdlybuf4s50_1 -> inv_1 -> ha_1 -> nor4_2 -> nand2_1 -> a31o_2 -> nand2_1 -> a21o_1 -> fa_1 -> clkdlybuf4s50_1
* Share of the core filled by cells before placement: 0.363
- Antenna violations before repair: 0
* Global placement routability congestion: 0.826
area by class of cell:
cell class,count,area [um^2]
multi-input combinational,127,1090
timing repair buffer,51,510
tap,48,60.1
inverter,40,150
fill,403,1940
routing by layer:
layer  vias to the layer above  global-route usage  wire length, um
met5                         -                   0                0
met4                         0                   0                0
met3                         0              0.0187              149
met2                        25               0.147             1420
met1                       547               0.122             1520
li1                        668                   -                -
cell usage in the layout, fill, tap and decap left out, types with 2 or more instances in the layout:
| cell | instances |
|---|---|
| a311oi_1 | 2 |
| o21bai_1 | 4 |
| clkdlybuf4s50_1 | 51 |
| nor2_1 | 12 |
| nand3b_1 | 2 |
| nor4_1 | 4 |
| nand3_1 | 3 |
| xor2_1 | 5 |
| inv_1 | 40 |
| o21ai_0 | 5 |
| nor4_2 | 3 |
| nand2_1 | 8 |
| or4_1 | 2 |
| xnor2_1 | 3 |
| nor2b_1 | 7 |
| ha_1 | 32 |
| fa_1 | 4 |
| a21oi_1 | 8 |
| nor3_1 | 3 |
per-stage QoR:
stage          cell area [um^2]  instances  setup WS [ps]
3_5_place_dp               1810        266            437
2_1_floorplan              1360        183           1420
4_1_cts                    1810        266            434
6_report                   1810        266            459
5_1_grt                    1810        266            224
3_3_place_gp               1810        266            442
logic make-up after synthesis:
family | synth area share
multiplexers | 0.0157
AND-OR/OR-AND | 0.147
AND/OR/NAND/NOR | 0.233
adder cells (fa/ha/maj) | 0.354
XOR/XNOR | 0.0516
buffers and inverters | 0.199
worst max path at each step:
| stage | slack [ps] | to | start | depth (start not counted) |
|---|---|---|---|---|
| final | 460 | Sum[12] | A[3] | 10 |
| after CTS | 430 | Sum[12] | A[3] | 10 |
| after global routing | 220 | Sum[12] | A[3] | 10 |
power breakdown:
part	total, mW	internal, mW	switching [mW]
Clock	0	0	0
Combinational	0.177	0.109	0.0682
Sequential	0	0	0
Total	0.177	0.109	0.0682
No activity file was given, so power comes from the tool's default toggle rates.
