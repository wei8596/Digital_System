**flow/run.sh**
```bash
#!/bin/bash
# OpenROAD 26Q1-2900-gdf79404cd8, Yosys 0.63+post, stock flow scripts
make -C /OpenROAD-flow-scripts/flow DESIGN_CONFIG=/design/flow/config.mk WORK_HOME=/design/flow/orfs finish
```
**flow/config.mk**
```make
export PLATFORM = sky130hd
export DESIGN_NAME = RCA16
export DESIGN_NICKNAME = RCA16
export VERILOG_FILES = /design/flow/design.v
export SDC_FILE = /design/flow/constraint.sdc
export NUM_CORES = 4
export LEC_CHECK = 1
export CORE_AREA = 10 10 77 77
export DIE_AREA = 0 0 87 87
```
**flow/constraint.sdc**
```tcl
current_design RCA16

set clk_period 20.7
set clk_io_pct 0.2

create_clock -name clk0 -period $clk_period

set non_clock_inputs [all_inputs -no_clocks]
set_input_delay [expr $clk_period * $clk_io_pct] -clock clk0 $non_clock_inputs
set_output_delay [expr $clk_period * $clk_io_pct] -clock clk0 [all_outputs]
```
**flow/design.v**
```verilog
`timescale 1ns / 1ps
module RCA16(Cout, Sum, A, B, Cin);
	output Cout;
	output [15:0] Sum;
	input [15:0] A, B;
	input Cin;
	wire [3:1] c;
	RCA4 rca1(c[1], Sum[3:0], A[3:0], B[3:0], Cin);
	RCA4 rca2(c[2], Sum[7:4], A[7:4], B[7:4], c[1]);
	RCA4 rca3(c[3], Sum[11:8], A[11:8], B[11:8], c[2]);
	RCA4 rca4(Cout, Sum[15:12], A[15:12], B[15:12], c[3]);
endmodule
module HA(Cout, Sum, A, B);
	output Cout, Sum;
	input A, B;
	assign Cout = A & B;
	assign Sum = A ^ B;
endmodule
module FA(Cout, Sum, A, B, Cin);
	output Sum, Cout;
	input A, B, Cin;
	wire c1, c2;
	wire t_sum;
	HA ha1(c1, t_sum, A, B);
	HA ha2(c2, Sum, t_sum, Cin);
	assign Cout = c1 | c2;
endmodule
module RCA4(Cout, Sum, A, B, Cin);
	output Cout;
	output [3:0] Sum;
	input [3:0] A, B;
	input Cin;
	wire [3:1] c;
	FA fa1(c[1], Sum[0], A[0], B[0], Cin);
	FA fa2(c[2], Sum[1], A[1], B[1], c[1]);
	FA fa3(c[3], Sum[2], A[2], B[2], c[2]);
	FA fa4(Cout, Sum[3], A[3], B[3], c[3]);
endmodule
```
==> results.py <==
# Synthesis and PnR figures
metrics = {
    "floorplan": {
        "die_x_um": 87,
        "die_h_um": 87,
        "fp-utilization": 0.110,
        "die-area_um2": 7570,
        "fp.coreArea_um2": 4350,
        "num_rows": 24,
        "ioPinCount": 50,
    },
    "layout": {
        "combGateArea_um2": 320,
        "n_fill_cell": 454,
        "n_clock_buffer": 0,
        "final_layout_size_suffix_gt1_frac": 0,
        "seq_cell_count": 0,
        "fin_util": 0.212,
        "syn2layout_area_growth_pct": 93.2,
        "seqCellArea_um2": 0,
    },
    "synthesis": {
        "ys_types": 3,
        "yosysWarnings": 0,
        "ys_cells": 42,
        "ys_seq_frac": 0,
        "ys_chip_area_um2": 478,
        "syn_area_per_cell_um2": 11.4,
        "syn_area_um2": 478,
        "synth_cells": 42,
        "area_leaders": "fa_1 67%, buf_4 25%, inv_1 7.9%",
        "netlist.area_leader.share": 0.670,
        "yosysTopAreaCell": "fa_1",
    },
    "setup_path": {
        "critPathCaptureType": "primary output",
        "path_cells": "clkdlybuf4s50_1 > inv_1 > fa_1 > inv_1 > fa_1 > fa_1 > fa_1 > fa_1 > fa_1 > fa_1 > fa_1 > fa_1 > fa_1 > fa_1 > fa_1 > fa_1 > fa_1 > fa_1 > inv_1 > fa_1 > inv_1 > clkdlybuf4s50_1",
        "crit_type": "in2out",
        "crit_start": "A[0]",
        "start_kind": "input pin",
        "cp.required_ps": 16560,
        "crit_arrival_ps": 11270,
        "slowest_delay_ps": 470,
        "crit_path_max_fanout": 1,
        "crit_top_cell": "fa_1",
        "crit_slowest_cell": "clkdlybuf4s50_1",
        "critPathTopFamily": "adder cells",
        "path_buffers": 6,
    },
    "placed_design": {
        "port_buffers": 50,
        "hpwl_mm": 1.58,
        "dpl_worst_slack_ps": 5250,
        "gp_congestion": 0.783,
    },
    "flow_run": {
        "warning_count": 32,
        "cap_violations": 0,
    },
    "routing": {
        "wl_per_cell_um": 12.6,
        "wirelength_mm": 1.61,
        "via_count": 379,
        "antennaDiodeCount": 0,
        "viasPerCell": 2.96,
        "route.detailed.drc": 0,
        "final_antenna_net_count": 0,
        "drtIter0Drc": 0,
        "drtPass1Iterations": 1,
    },
    "global_route": {
        "grt_max_degree": 2,
        "antenna_found_initial": 0,
        "grt_pass1_vias": 487,
        "grt_overflow": 0,
        "grtUsageTotal": 0.0418,
        "grt_pass1_wl_mm": 2.53,
    },
    "power": {
        "power.switching_uw": 6.87,
        "power_frac_clock": 0,
        "seqPwrFrac": 0,
        "power_density_nw_per_um2": 28.1,
        "leakage_uw": 0.000366,
        "finalPower_uw": 26.0,
        "p_int_uw": 19.1,
        "power_frac_comb": 1.000,
        "vdd_drop_max_mv": 0.0105,
        "switching_share": 0.264,
    },
    "sta": {
        "setup_tns_ps": 0,
        "setup_viol": 0,
        "fin_crit_ps": 15410,
        "period_used_share": 0.745,
        "slew_headroom": 0.925,
        "whs_ps": 9340,
        "rsz0062_at_grt": "false",
        "hold_viol_final": 0,
        "drv_slew": 0,
        "fmax_ghz": 0.0649,
        "tightest_slew_ps": 112,
        "timing.final.ws_setup_ps": 5290,
    },
    "clocking": {
        "post_cts_buffers": 0,
        "postCtsHoldBufs": 0,
        "post_cts_resized": 0,
    },
    "min_path": {
        "hold_path_class": "in2out",
        "hp-start": "B[0]",
    },
    "run_status": {
        "status": "finished, final reports clean",
    },
}
stage by stage:
stage	cell area, µm²	cells
6_report	923	128
4_1_cts	923	128
2_1_floorplan	478	42
3_5_place_dp	923	128
3_3_place_gp	923	128
5_1_grt	923	128
power groups by stage:
| stage | Sequential, µW | Combinational (µW) | Clock, µW |
|---|---|---|---|
| 6_report | 0 | 26.0 | 0 |
| 5_1_grt | 0 | 29.9 | 0 |
| 4_1_cts | 0 | 26.9 | 0 |
layout by cell type (no fill, tap or decap):
cell type,Yosys,final
clkdlybuf4s50_1,0,50
fa_1,16,16
inv_1,10,10
per-layer routing:
metal / vias up / global-route usage / share of wire
li1: 168 / - / -
met1: 162 / 0.0445 / 0.30
met2: 49 / 0.0553 / 0.33
met3: 0 / 0.0509 / 0.36
met4: 0 / 0 / 0
met5: - / 0 / 0
worst paths after layout:
kind / endpoint / cells past startpoint / slack [ps]
worst min-delay path: Sum[0] / 5 / 9340
worst max-delay path: Sum[15] / 22 / 5290
synth_stat cells:
library cell,count
buf_4,16
fa_1,16
inv_1,10
logic make-up after synthesis:
group / synth area share
adders and majority gates: 0.670
buffers and inverters: 0.330
cell type report:
cell class	count	area share
Inverter	10	0.0407
Tap cell	52	0.0705
Multi-Input combinational cell	16	0.347
Timing Repair Buffer	50	0.542
tightest hold or removal path, cell delays in order:
cell and delay (ps):
clkdlybuf4s50_1 400, inv_1 70, fa_1 160, inv_1 40, clkdlybuf4s50_1 390
No activity file was given, so power comes from the tool's default toggle rates.
