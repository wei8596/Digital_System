--- flow/design.v ---
`timescale 1ns / 100ps
module CLA_4bit(A, B, C_in, SUM, C_out);
	input [3:0] A, B;
	input C_in;
	output [3:0] SUM;
	output [3:0] C_out;
	wire [3:0] G, P;
  assign G = A & B;
	assign P = A ^ B;
	assign C_out[0] = G[0] | (P[0]&C_in);
	assign C_out[1] = G[1] | (P[1]&G[0]) | (P[1]&P[0]&C_in);
	assign C_out[2] = G[2] | (P[2]&G[1]) | (P[2]&P[1]&G[0]) | (P[2]&P[1]&P[0]&C_in);
	assign C_out[3] = G[3] | (P[3]&G[2]) | (P[3]&P[2]&G[1]) | (P[3]&P[2]&P[1]&G[0]) | (P[3]&P[2]&P[1]&P[0]&C_in);
  assign SUM[0] = P[0] ^ C_in;
	assign SUM[3:1] = P[3:1] ^ C_out[2:0];
endmodule
module CLA_8bit(A, B, Add_ctrl, SUM, C_out, v);
	input [7:0] A;
	input [7:0] B;
	input Add_ctrl;
	output [7:0] SUM;
	output C_out, v;  
	wire ctrl;
	wire [7:0] new_B, C;
  assign ctrl = ~Add_ctrl;
	assign new_B[0] = B[0] ^ ctrl;
	assign new_B[1] = B[1] ^ ctrl;
	assign new_B[2] = B[2] ^ ctrl;
	assign new_B[3] = B[3] ^ ctrl;
	assign new_B[4] = B[4] ^ ctrl;
	assign new_B[5] = B[5] ^ ctrl;
	assign new_B[6] = B[6] ^ ctrl;
	assign new_B[7] = B[7] ^ ctrl;
	CLA_4bit CLA4_1(.A(A[3:0]), .B(new_B[3:0]), .C_in(ctrl), .SUM(SUM[3:0]), .C_out(C[3:0]));
	CLA_4bit CLA4_2(.A(A[7:4]), .B(new_B[7:4]), .C_in(C[3]), .SUM(SUM[7:4]), .C_out(C[7:4]));
	assign C_out = C[7] | ctrl;  
	assign v = C[7] ^ C[6];  
endmodule
--- flow/config.mk ---
export PLATFORM = sky130hd
export DESIGN_NAME = CLA_8bit
export DESIGN_NICKNAME = CLA_8bit
export VERILOG_FILES = /design/flow/design.v
export SDC_FILE = /design/flow/constraint.sdc
export NUM_CORES = 4
export LEC_CHECK = 1
export CORE_AREA = 10 10 70 70
export DIE_AREA = 0 0 80 80
--- flow/run.sh ---
#!/bin/bash
# OpenROAD 26Q1-2900-gdf79404cd8, Yosys 0.63+post, stock flow scripts
make -C /OpenROAD-flow-scripts/flow DESIGN_CONFIG=/design/flow/config.mk WORK_HOME=/design/flow/orfs finish
--- flow/constraint.sdc ---
current_design CLA_8bit

set clk_period 5.4
set clk_io_pct 0.2

create_clock -name clk0 -period $clk_period

set non_clock_inputs [all_inputs -no_clocks]
set_input_delay [expr $clk_period * $clk_io_pct] -clock clk0 $non_clock_inputs
set_output_delay [expr $clk_period * $clk_io_pct] -clock clk0 [all_outputs]
==> metrics.csv <==
metric,value,unit
status,"complete, no violations",
layout cell share with drive strength beyond 1,7.79,%
cts hold-fix bufs,0,
syn_area_per_cell,8.38,um2
"Seq/Total Area, Yosys",0,%
HP Class,in2out,
post-route cell area,749,um2
Crit Path Category,in2out,
Post-Route WL,1130,um
max-cap check violation count,0,
Final Power,0.000113,W
drt pass-1 iters,2,
TNS Setup,0,ns
Area Growth Syn to Fin,78.8,%
tool warnings,32,
Least-Margin Pin Slew,0.240,ns
Wirelength per Cell,9.20,um
yosys stat chip area,419,um2
RSZ-0062 raised after global routing,no,
FP Util,12.3,%
first-pass GRT wire length,1780,um
Hold Crit Endpoint,SUM[1],
crit path DRT,4.32,ns
Synth cell types,21,
Final Worst Setup Slack,0.484,ns
Max VDD drop,0.0000610,V
pre-CTS setup slack,0.476,ns
Leakage,0.297,nW
fillers,381,
CP max FO,6,
die area,0.00640,mm2
Max transition margin,84.0,%
Peak Freq,203,MHz
yosys cell count,50,
Post-DP HPWL,1050,um
Synthesis Warnings,0,
Power Density,150,mW/mm2
endpoints failing setup,0,
largest net degree at the start of global routing,8,
Post-Syn Instances,50,
Final ANT Viol Nets,0,
DRC,0,
cycle use final,91.0,%
Max Slew Vio Count,0,
Cells on Worst Hold Path,4,
routability congestion estimate,0.676,
number of cell rows,21,
First DRT Iteration DRCs,5,
final critical-path required period,4.92,ns
Vias/cell,3.43,
diode count,0,
Crit. End Element,output pin,
gr usage total,3.35,%
flop count,0,
dpl cell area,749,um2
Resize count post-CTS,0,
chip width,80,um
Worst Hold Launch,A[0],
vias in the first global route,441,
Vias,422,
Clock Buffer Count,0,
initial antenna violation count,0,
startpoint types,input port,
postcts setup bufs,0,
"Cell Area, Synth",419,um2
I/O pins,27,
core area,0.00342,mm2
final hold viol count,0,
height of the die,80,um
FF+latch area,0,um2
Crit path arrival time,3.84,ns
Port-buffer cells,27,
Comb area,395,um2
total grt overflow,0,
-- metrics by stage --
step | util, % | hold slack (ns) | instances
after floorplan | - | 2.29 | 50
after detailed placement | 21.9 | 3.26 | 123
final | 21.9 | 3.25 | 123
after global placement | 21.9 | 3.25 | 123
after global routing | 21.9 | 3.33 | 123
after CTS | 21.9 | 3.26 | 123
-- critical path, cell delays in order --
cell and delay (ns):
clkdlybuf4s50_1 0.60, xnor2_1 0.15, ha_1 0.26, nor2b_1 0.16, o31a_4 0.32, nor2_8 0.12, inv_2 0.03, a21oi_1 0.17
fa_1 0.43, inv_1 0.06, clkdlybuf4s50_1 0.45
-- worst max-delay path by stage --
| stage | start | endpoint | slack (ns) | cells after the start |
|---|---|---|---|---|
| finish | Add_ctrl | SUM[4] | 0.48 | 11 |
| global route | Add_ctrl | SUM[4] | 0.35 | 11 |
| CTS | Add_ctrl | SUM[4] | 0.47 | 12 |
-- logic make-up after synthesis --
group | synth area share [%]
XOR/XNOR | 29.3
buffers and inverters | 5.67
AND-OR/OR-AND | 19.1
multiplexers | 3.58
AND/OR/NAND/NOR | 13.7
adder cells (fa/ha/maj) | 28.7
-- area by class of cell --
type / count / area share, %
timing repair buffer: 28 / 37.1
multi-input combinational: 44 / 52.8
tap: 46 / 7.68
inverter: 5 / 2.50
-- report_power, final --
group          leakage, nW  internal, W  switching, W
registers                0            0             0
logic                0.297    0.0000744     0.0000384
clock network            0            0             0
-- placed cells by master (no fill, tap or decap) --
| cell type | synthesis | routed |
|---|---|---|
| ha_1 | 8 | 8 |
| a21oi_1 | 5 | 5 |
| a211o_1 | 1 | 1 |
| inv_2 | 1 | 1 |
| nor2_1 | 3 | 3 |
| o21ai_0 | 1 | 1 |
| xnor2_1 | 12 | 12 |
| fa_1 | 1 | 1 |
| nor2_8 | 1 | 1 |
| xor2_1 | 2 | 2 |
| clkdlybuf4s50_1 | 0 | 27 |
| o31a_4 | 1 | 1 |
| inv_1 | 4 | 4 |
| nor2b_1 | 1 | 1 |
| nand4_1 | 1 | 1 |
| nand3_1 | 2 | 2 |
| o21ai_2 | 1 | 1 |
| nand2_1 | 1 | 1 |
| o21a_1 | 1 | 1 |
| o21bai_1 | 1 | 1 |
| buf_4 | 0 | 1 |
| mux2_4 | 1 | 1 |
-- synthesized netlist by cell type --
library cell	number	area (um2)
inv_2	1	3.75
ha_1	8	100
o21bai_1	1	7.51
o21ai_2	1	8.76
nand3_1	2	10.0
nand4_1	1	6.26
inv_1	4	15.0
xor2_1	2	17.5
a211o_1	1	8.76
o21a_1	1	7.51
buf_2	1	5.00
o21ai_0	1	5.00
mux2_4	1	15.0
nor2_1	3	11.3
nor2_8	1	20.0
fa_1	1	20.0
nand2_1	1	3.75
xnor2_1	12	105
o31a_4	1	17.5
a21oi_1	5	25.0
nor2b_1	1	6.26
-- per-layer routing --
metal  vias to the layer above  share of wire, %  wire [um]  GRT usage [%]
li1                        227                 -          -              -
met1                       176                46        519           4.24
met2                        19                39        445           5.22
met3                         0                15        166           1.82
met4                         0                 0          0              0
met5                         -                 0          0              0
Power and IR drop assume default switching activity.
